### design/flow/run.sh
#!/bin/bash
# OpenROAD 26Q1-2900-gdf79404cd8, Yosys 0.63+post, stock flow scripts
make -C /OpenROAD-flow-scripts/flow DESIGN_CONFIG=/design/flow/config.mk WORK_HOME=/design/flow/orfs finish
### design/flow/config.mk
export PLATFORM = sky130hd
export DESIGN_NAME = SPI_top
export DESIGN_NICKNAME = SPI_top
export VERILOG_FILES = /design/flow/design.v
export SDC_FILE = /design/flow/constraint.sdc
export NUM_CORES = 4
export LEC_CHECK = 1
export CORE_AREA = 10 10 85 85
export DIE_AREA = 0 0 95 95
### design/flow/constraint.sdc
current_design SPI_top

set clk_period 2.7
set clk_io_pct 0.2

create_clock -name clk0 -period $clk_period [get_ports {i_clk}]

set non_clock_inputs [all_inputs -no_clocks]
set_input_delay [expr $clk_period * $clk_io_pct] -clock clk0 $non_clock_inputs
set_output_delay [expr $clk_period * $clk_io_pct] -clock clk0 [all_outputs]
### design/flow/design.v
module SPI_led(
    input wire i_clk,
    input wire i_rst,
    input wire i_sck,
    input wire i_mosi,
    input wire i_cs,
    output wire o_led1,
    output wire o_led2,
    output wire o_led3    
);
    reg [7:0] r_data [0:5];
    reg r_led1 = 0;
    reg r_led2 = 0;
    reg r_led3 = 0;
    wire [7:0] w_data;
    wire       w_done;
    initial begin
        r_data[0] = 8'b00000001;
        r_data[1] = 8'b11110001;
        r_data[2] = 8'b00000010;
        r_data[3] = 8'b11110010;
        r_data[4] = 8'b00000011;
        r_data[5] = 8'b11110011;
    end
    SPI_slave SPI_slave(
        .i_clk  (i_clk  ),
        .i_rst  (i_rst  ),
        .i_sck  (i_sck  ),
        .i_mosi (i_mosi ),
        .i_cs   (i_cs   ),
        .o_data (w_data ),
        .o_done (w_done )
    );
    assign o_led1 = r_led1;
    assign o_led2 = r_led2;
    assign o_led3 = r_led3;
    always @(posedge i_clk or posedge i_rst) begin
        if (i_rst) begin
            r_led1 <= 0;
            r_led2 <= 0;
            r_led3 <= 0;
        end
        else begin
            if (w_data == r_data[0]) begin
                r_led1 <= 1;
            end else if (w_data == r_data[1]) begin
                r_led1 <= 0;
            end else if (w_data == r_data[2]) begin
                r_led2 <= 1; 
            end else if (w_data == r_data[3]) begin
                r_led2 <= 0; 
            end else if (w_data == r_data[4]) begin
                r_led3 <= 1; 
            end else if (w_data == r_data[5]) begin
                r_led3 <= 0; 
            end
        end
    end
endmodule
module SPI_slave(
    input  wire       i_clk,
    input  wire       i_rst,
    input  wire       i_sck,
    input  wire       i_mosi,
    input  wire       i_cs,
    output wire [7:0] o_data,
    output wire       o_done
);
    reg [3:0] r_sck;
    reg [3:0] r_cs;
    reg [7:0] r_data;
    reg r_doing = 0;
    wire w_sck;
    wire w_cs_down;
    wire w_done;
    assign w_sck = (r_sck[3] == 0 && r_sck[2] == 1) ? 1 : 0;
    assign w_cs_down = (r_cs[3] == 1 && r_cs[2] == 0) ? 1 : 0;
    assign w_done = (r_cs[3] == 0 && r_cs[2] == 1) ? 1:0;
    assign o_data = w_done ? r_data : 8'b00000000;
    assign o_done = w_done;
    always @(posedge i_clk or posedge i_rst) begin
        if (i_rst) begin
            r_sck <= 0;
            r_cs <= 4'b1111;
            r_data <= 0;
            r_doing <= 0; 
        end
        else begin
            r_sck <= {r_sck[2:0], i_sck};
            r_cs <= {r_cs[2:0], i_cs};
            if (w_cs_down) begin
                r_doing <= 1;
            end else if (w_done) begin
                r_doing <= 0;
            end
            if (r_doing) begin
                if (w_sck) begin
                    r_data <= {r_data[6:0], i_mosi};
                end
            end
            if (w_done) begin
                r_data <= 0;
            end
        end
    end
endmodule
module SPI_top (
    input wire i_clk,
    input wire i_rst,
    input wire i_sck,
    input wire i_mosi,
    input wire i_cs,
    output wire o_led1,
    output wire o_led2,
    output wire o_led3  
);
    wire w_rst;
    wire w_led1;
    wire w_led2;
    wire w_led3;
    assign w_rst  = ~ i_rst;
    assign o_led1 = ~ w_led1;
    assign o_led2 = ~ w_led2;
    assign o_led3 = ~ w_led3;
    SPI_led spi_led (
        .i_clk  (i_clk ),
        .i_rst  (w_rst ),
        .i_sck  (i_sck ),
        .i_mosi (i_mosi),
        .i_cs   (i_cs  ),
        .o_led1 (w_led1),
        .o_led2 (w_led2),
        .o_led3 (w_led3) 
    );
endmodule
==> run summary <==
Results of the run.

The flow ran to the end, and the final reports show no timing, DRC or antenna violations. Max-slew check failures listed in the final report amount to 0. The chip area is 9030 um^2. The met3 track demand over resource in global routing is 1.68%.

The first global-routing pass estimated 2160 um of wire. The peak-usage layer in the global routing report is met2. Buffers placed on the I/O ports in this run total 7. The effective utilization at floorplan is 14.5%. The signal on the critical path passes through ha_1 -> and4bb_1 -> or3b_1 -> o2bb2ai_1.

The number of storage elements in the synthesis netlist is 20. Per the OpenROAD floorplan log, the height of the die is 95 um. The total DRC errors in the routed layout is 0.

The total of warnings raised by yosys is 2. The number of unique standard cell types used by synthesis is 21. Between the synthesized netlist and the finished layout, the area growth was recorded as 27.0%. The detailed-route wire length is 1220 um.

The post-detailed-route wirelength per cell is 8.44 um. The total of endpoints with negative setup slack in the final report is 0. The initial antenna violation count was 0. The skew report gives the latency at the later pin of the worst-skew pair as 250 ps. The worst setup slack after layout is 878 ps. The number of global-route vias before repair is 458. For this run, the slowest stage of the critical path takes 540 ps. The die is 95 um wide. The pre-CTS worst setup slack is 878 ps.

The placed wire-length estimate is 941 um. The endpoint kind of the worst setup timing path is a flop. Looking at the clock tree report, the maximum root-to-sink buffer count equals 2. The iteration count of the initial detailed-routing pass is 4. The synthesized area per cell is 12.8 um^2. Global routing used 3.05% of the available tracks across all layers. The post-synthesis cell area is 793 um^2. In this run the tightest slew margin relative to its limit is 65.8%. The instance count of the mapped netlist is 62. The count of instantiated cells in the yosys netlist is 62. The number of routed nets with antenna violations is 0. The fraction of post-synthesis cell area in the top cell type by area is 50.5%. Routing resource usage on met1 recorded by global route was 3.85%.

The total overflow reported by the global router is 0. Setup repair after global routing left no endpoint under its margin. STA classifies the critical path startpoint as a flop. The leakage power in the latest report is 0.474 nW. The final period utilization is 67.5%.

The critical path class is reg -> reg. The data required time reported for the critical path is 2840 ps. The stat command in Yosys gives a chip area of 793 um^2. The CTS report gives the tree buffer count as 3. Looking at the clock tree report, the H-tree level count equals 1.

The boundary pin count is 8. The number of placement rows is 27. RePlAce ended its routability-driven mode at a weighted congestion of 0.776. The pin count of the biggest net entering global routing is 21. Across all stage logs, warnings added up to 26. The clock-pin slew on the worst setup and hold paths is 70 ps.

Counting I/O delays and the setup requirement, the final critical path takes 1820 ps. Post-CTS timing repair inserted 0 buffers for setup. The routed via count is 473. The power density over the cells is 625 nW/um^2. The highest clock rate this design can be run at is 549 MHz. The fraction of final layout cells with drive strength greater than 1 is 16.7%. The post-synthesis sequential area ratio is 63.7%.

In the final report, the number of hold violations comes to 0. The arrival time of the worst setup path is 1960 ps. STA lists the maximum fanout along the critical path as 13. For this run, global-route usage on met2 was measured as 4.69%. The cell at the root of the clock tree is clkbuf_8. The main area contributors are dfrtp_1, dfstp_2, mux2i_1, nor2_1, ha_1. The summed negative setup slack over all endpoints is 0 ps.

The maximum clock skew at final layout is 2.14 ps. The max-capacitance violation count is 0. TritonCTS built the clock tree.

The number of sinks driven by the clock tree is 20. In the routed layout, each cell is associated on average with a via count of 3.28. The floorplan step defined a core boundary enclosing 5470 um^2.

Gates resized during post-CTS repair numbered 0. The path category of the worst min-delay check is reg -> reg. The slowest stage cell on the critical path is dfstp_2. The post-cts hold-fix buffer tally is 0.

The pin slew with the least headroom to its limit is 512 ps. The worst supply voltage drop on vdd is 187 uV. Detailed-route iteration 0 reported a violation count of 34. The largest total area in the synthesized netlist belongs to dfrtp_1. The number of antenna diodes is 0.
metal layers:
metal | wire, um | up-vias
li1 | - | 234
met1 | 550 | 227
met2 | 538 | 10
met3 | 116 | 2
met4 | 10 | 0
met5 | 0 | -
stage by stage:
stage	total power, mW	hold WS [ps]	cell area (um^2)	cells	util (%)
5_1_grt	0.663	364	1010	144	18.4
6_report	0.630	351	1010	144	18.4
2_1_floorplan	0.372	244	793	62	-
3_5_place_dp	0.417	338	952	140	17.4
4_1_cts	0.639	354	1010	144	18.4
3_3_place_gp	0.413	333	952	140	17.4
sequential cells by signal (all words and copies together) (netlist names):
register,count
spi_led.SPI_slave.r_data,8
spi_led.SPI_slave.r_cs,4
spi_led.SPI_slave.r_sck,4
spi_led.SPI_slave.r_doing,1
spi_led.r_led1,1
spi_led.r_led2,1
spi_led.r_led3,1
cell usage after synthesis:
cell and instances:
a31o_2 1, mux2_2 1, nor4_1 1, and4bb_1 1, o221ai_1 1, nor2_1 8, a21o_2 1, mux2i_1 8
buf_2 1, nand3b_1 2, inv_1 6, o211ai_1 1, or3b_1 1, ha_1 2, nand2_1 2, clkbuf_1 1
nor3_1 1, dfrtp_1 16, nand4_1 2, o2bb2ai_1 1, dfstp_2 4
worst max-delay path: cells and delay by family, from the launching register on:
family          cells  cell delay, ps
simple gates        2             640
compound gates      1             120
fa+ha+maj           1             410
flops               1             540
final timing paths:
kind                                                 start  slack (ps)  cells after the start                     endpoint
worst max-delay path             spi_led.SPI_slave.r_cs[2]         880                      4               spi_led.r_led3
worst min-delay path            spi_led.SPI_slave.r_sck[0]         350                      0   spi_led.SPI_slave.r_sck[1]
worst max register to register   spi_led.SPI_slave.r_cs[2]         880                      4               spi_led.r_led3
worst min register to register  spi_led.SPI_slave.r_sck[0]         350                      0   spi_led.SPI_slave.r_sck[1]
max in group asynchronous                            i_rst        1820                      2    spi_led.SPI_slave.r_cs[0]
min in group asynchronous                            i_rst         620                      2  spi_led.SPI_slave.r_data[6]
cells by family (layout without fill, tap and decap cells):
family	count (synthesis)	count (layout)	synth area share [%]
simple gates	18	18	12.3
buf+inv	8	18	3.94
flops	20	20	63.7
compound gates	5	5	5.36
mux	9	9	11.5
fa+ha+maj	2	2	3.15
cell usage in the layout (no fill, tap or decap):
cell type / synthesis / final
dfrtp_1: 16 / 16
mux2i_1: 8 / 8
nor2_1: 8 / 8
clkdlybuf4s50_1: 0 / 7
inv_1: 6 / 6
clkbuf_8: 0 / 4
dfstp_2: 4 / 4
nand3b_1: 2 / 2
nand4_1: 2 / 2
nand2_1: 2 / 2
ha_1: 2 / 2
nor4_1: 1 / 1
nor3_1: 1 / 1
a31o_2: 1 / 1
o211ai_1: 1 / 1
and4bb_1: 1 / 1
a21o_2: 1 / 1
o221ai_1: 1 / 1
or3b_1: 1 / 1
o2bb2ai_1: 1 / 1
mux2_2: 1 / 1
buf_4: 0 / 1
cell type report:
| cell class | count | area, um^2 |
|---|---|---|
| clock buffers | 4 | 55.1 |
| fillers | 601 | 4470 |
| inverters | 6 | 22.5 |
| multi-input cells | 34 | 256 |
| flip-flops and latches | 20 | 505 |
| well taps | 72 | 90.1 |
| repair buffers | 8 | 77.6 |
where the power goes:
group / switching [mW] / total (mW) / internal [mW]
clock network: 0.0902 / 0.220 / 0.129
logic: 0.0329 / 0.0790 / 0.0461
registers: 0.00828 / 0.331 / 0.323
total: 0.131 / 0.630 / 0.498
Power figures rest on the tool's default switching activity, not on a simulated workload.
